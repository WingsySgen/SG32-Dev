--- ./design.v ---
module BASE_ADDR_INTERFACE
(
    input   wire            clk,
    input   wire            rst_n,
    inout   wire[31:0]      data_io,
    input   wire            cs_en,
    input   wire            wt_en,
    input   wire            rd_en,
    input   wire[3:0]       addr_in,
    input   wire            stack_inc_en,
    input   wire            stack_dec_en,
    output  wire[31:0]      base_prog_addr,
    output  wire[31:0]      base_ram_addr,
    output  wire[31:0]      stack_addr
);
    wire[31:0]  wdata;
    wire[31:0]  rdata;
    assign wdata = wt_en && cs_en ? data_io : 32'dz;
    assign data_io = cs_en ? (wt_en ? 32'dz : rdata) : 32'dz;
    assign addr = cs_en ? addr_in : 4'b1111;
    wire wrx = cs_en ? wt_en : 1'b0;
    reg[31:0] data[2:0];
    initial begin
        data[0] <= 32'd0;
        data[1] <= 32'd0;
        data[2] <= 32'h1C00;
    end
    assign base_prog_addr = data[0];
    assign base_ram_addr  = data[1];
    assign stack_addr     = data[2];
    assign rdata = data[addr_in];
    integer i;
    always @(posedge clk, negedge rst_n) begin
        if (!rst_n) begin
            data[0] <= 32'd0;
            data[1] <= 32'd0;
            data[2] <= 32'h1C00;
        end
        else if (wrx) begin
            for(i = 0; i < 3; i = i + 1) begin
                if (i == addr_in) data[i] <= wdata;
                else data[i] <= data[i];
            end
        end
        else if (stack_inc_en)  begin
            data[0] <= data[0];
            data[1] <= data[1];
            data[2] <= data[2] + 1'b1;
        end
        else if (stack_dec_en)  begin
            data[0] <= data[0];
            data[1] <= data[1];
            data[2] <= data[2] - 1'b1;
        end
        else begin
            for(i = 0; i < 3; i = i + 1) begin
                data[i] <= data[i];
            end
        end
    end
endmodule
--- ./run.sh ---
#!/bin/bash
# OpenROAD 26Q1-2900-gdf79404cd8, Yosys 0.63+post, stock flow scripts
make -C /OpenROAD-flow-scripts/flow DESIGN_CONFIG=/design/flow/config.mk WORK_HOME=/design/flow/orfs finish
--- ./config.mk ---
export PLATFORM = sky130hd
export DESIGN_NAME = BASE_ADDR_INTERFACE
export DESIGN_NICKNAME = BASE_ADDR_INTERFACE
export VERILOG_FILES = /design/flow/design.v
export SDC_FILE = /design/flow/constraint.sdc
export NUM_CORES = 4
export LEC_CHECK = 1
export CORE_UTILIZATION = 40
--- ./constraint.sdc ---
current_design BASE_ADDR_INTERFACE

set clk_period 6.6
set clk_io_pct 0.2

create_clock -name clk0 -period $clk_period [get_ports {clk}]

set non_clock_inputs [all_inputs -no_clocks]
set_input_delay [expr $clk_period * $clk_io_pct] -clock clk0 $non_clock_inputs
set_output_delay [expr $clk_period * $clk_io_pct] -clock clk0 [all_outputs]
==> results_dict.tcl <==
# collected from the flow reports
set metrics [dict create \
    core_util_floorplan_pct 41.7 \
    dieHeight_um 126 \
    stop_error "[error] [KeplerFormal.cpp:679] Workflow failed: Iso has multiple drivers: .data_io0, _0757_.Y0" \
    synth-main-ff-cell "dfrtp_1" \
    cts-buffers-inserted 9 \
    most_common_cell "nand2_1" \
    yosys-top-cells-count "117 x nand2_1, 93 x dfrtp_1, 62 x o21ai_1" \
    ys_ff 96 \
    synth_area_leader_cell "dfrtp_1" \
    rows 44 \
    ys_async_sr_fraction_pct 100 \
    ctsResizeCount 0 \
    syn_area_per_cell_sq_um 8.21 \
    synth.area.top_cells "dfrtp_1 38%, nand2_1 7.1%, ha_1 6.7%" \
    syn-instance-count 749 \
    enable_flop_cells 0 \
    syn_area_sq_um 6150 \
    yosys_warnings 6 \
    post_cts_buffers 0 \
    clk_path_buf_depth 2 \
    dp_hpwl_mm 14.2 \
    holdBufCountCts 0 \
    place.gp.congestion 0.918 \
    synth_seq_share_pct 39.1 \
    ys_cells 749 \
    top_level_ports 139 \
    cts_sinks 96 \
    die_w_um 126 \
    root_buffer "clkbuf_16" \
    synth_cell_types 55 \
    port-buffer-count 105 \
    ys_area_sq_um 6150 \
    status "did not finish" \
    netlist.area_leader.share_pct 37.9 \
    lastStage "4_1_cts" \
    dp.cells 1006 \
    cts_htree_levels 3 \
]
-- per-stage QoR --
stage | utilization (%) | power, mW | instance area (sq um) | hold WS (ns) | setup WS [ns]
after floorplan | - | 1.96 | 6150 | 0.445 | 2.24
after global placement | 49.8 | 2.65 | 7350 | 0.476 | 1.29
after detailed placement | 49.8 | 2.66 | 7350 | 0.481 | 1.25
-- kinds of logic after synthesis --
group | synth area share (%)
and+or+nand+nor | 14.2
muxes | 0.509
AOI/OAI and AO/OA | 29.9
DFF | 39.1
buffers and inverters | 5.23
adders and majority gates | 7.04
xor gates and xnor gates | 3.99
Power is estimated from default activity; no workload was simulated.
